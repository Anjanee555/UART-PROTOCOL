## ./run.sh

```bash
#!/bin/bash
# OpenROAD 26Q1-2900-gdf79404cd8, Yosys 0.63+post, stock flow scripts
make -C /OpenROAD-flow-scripts/flow DESIGN_CONFIG=/design/flow/config.mk WORK_HOME=/design/flow/orfs finish
```

## ./config.mk

```make
export PLATFORM = sky130hd
export DESIGN_NAME = trans_fifo
export DESIGN_NICKNAME = trans_fifo
export VERILOG_FILES = /design/flow/design.v
export SDC_FILE = /design/flow/constraint.sdc
export NUM_CORES = 4
export LEC_CHECK = 1
export CORE_UTILIZATION = 40
```

## ./constraint.sdc

```tcl
current_design trans_fifo

set clk_period 3.0
set clk_io_pct 0.2

create_clock -name clk0 -period $clk_period [get_ports {tx_enbl}]

set non_clock_inputs [all_inputs -no_clocks]
set_input_delay [expr $clk_period * $clk_io_pct] -clock clk0 $non_clock_inputs
set_output_delay [expr $clk_period * $clk_io_pct] -clock clk0 [all_outputs]
```

## ./design.v

```verilog
`timescale 1ns / 1ps
module trans_fifo
(
    input  wire       tx_enbl,
    input  wire       areset,
    input  wire       write_en,
    input  wire [7:0] din,
    input  wire       rd_enbl,   
    input  wire       busy,
    output reg  [7:0] temp,
    output wire       empty
);
    reg [7:0] mem [0:15];
    reg [3:0] rear_ptr;
    reg [3:0] front_ptr;
    reg [3:0] count;  
    always @(posedge tx_enbl or posedge areset) begin
        if (areset) begin
            rear_ptr <= 0;
            count    <= 0;
        end
        else if (write_en ) begin
            mem[rear_ptr] <= din;
            count  <=  count+1;
            if(rear_ptr < 4'd15) begin
                rear_ptr <= rear_ptr + 1'b1;  
            end
            else if(rear_ptr == 4'd15) begin
                rear_ptr <= 0;
            end      
        end
    end
    always @(posedge tx_enbl or posedge areset) begin
        if (areset) begin
            front_ptr <= 0;
            temp      <= 0; 
        end
        else if (rd_enbl && !empty) begin
            temp <= mem[front_ptr];  
            if(front_ptr < 4'd15)begin
                front_ptr <= front_ptr + 1'b1;
            end
            else begin
                front_ptr <= 0;
            end    
        end
    end
    assign empty = (count == 0);
endmodule
```

==> results.py <==
# Metrics from the implementation run
metrics = {
    "status": {
        "status": "finished clean",
    },
    "worst_setup_path": {
        "rr_startpoint": "front_ptr[0]",
        "cpMostUsedCell": "inv_1",
        "worstPathCellList": "inv_1 > ha_1 > or3b_2 > inv_1 > clkdlybuf4s50_1",
        "required_ns": 2.40,
        "worstSetupStartpoint": "count[0]",
        "worst-path-stages": 5,
        "endpoint": "empty",
        "worst_path_largest_cell_delay_ns": 0.52,
        "critPathBufInv": 3,
        "start_kind": "flop",
        "slowest_stage": "or3b_2",
        "r2r-end": "temp[5]",
        "critical_path.top_delay_family": "buffers and inverters",
        "path_class": "flop to output port",
        "rrSetupSlack_ns": 0.75,
        "arrival_ns": 2.12,
        "worstSetupEndpointType": "output port",
        "cp_max_fo": 6,
        "r2r_cells": 6,
    },
    "logic_synthesis": {
        "synth_async_sr_flop_share_pct": 13.5,
        "ys_types": 45,
        "synth.cell_area_um2": 5910,
        "synth-warning-count": 2,
        "ys_area_um2": 5910,
        "synth_cells": 375,
        "edf_count": 128,
        "synth-main-ff-cell": "edfxtp_1",
        "seq_area_frac_synth_pct": 73.5,
        "ys_ff": 148,
        "ys_cells": 375,
        "synth.avg_cell_area_um2": 15.8,
    },
    "timing": {
        "totalNegativeSetupSlack_ns": 0,
        "finalSetupViolations": 0,
        "rsz0062_at_grt": "no",
        "hold_violations": 0,
        "fmax_ghz": 0.367,
        "period_used_pct": 90.7,
        "skew_ns": 0.00648,
        "slew_viol_final": 0,
        "worst_pin_slew_ns": 0.816,
        "relSlewSlack_pct": 45.4,
        "min_period_ns": 2.72,
    },
    "floorplanning": {
        "chipHeight_um": 124,
        "io_pins": 22,
        "fp-utilization_pct": 40.8,
        "die_area_um2": 15300,
        "rows": 44,
        "fp.dieW_um": 124,
        "core_area_um2": 14500,
    },
    "power_and_ir_drop": {
        "power_density_nw_per_um2": 955,
        "power_w": 0.00663,
        "ir_drop_mv": 0.437,
        "comb_power_share_pct": 27.1,
        "p_int_w": 0.00463,
        "clockPowerShare_pct": 33.1,
        "p_sw_share_pct": 30.2,
        "seq_power_share_pct": 39.8,
        "p_sw_w": 0.00200,
        "leakage_nw": 2.34,
    },
    "global_route": {
        "grt_max_degree": 32,
        "grt_pass1_wl_um": 19600,
        "grt_pass1_vias": 3443,
        "grt_usage_pct": 19.4,
        "antenna_found_initial": 0,
        "grt.overflow.total": 0,
    },
    "place": {
        "place.port_buffers": 20,
        "place_congestion": 0.823,
        "place_hpwl_um": 7830,
        "place_area_um2": 6310,
    },
    "run": {
        "max_cap_violations": 0,
        "tool_warnings": 33,
    },
    "clock_tree": {
        "cts_resized": 0,
        "clk_pin_slew_ns": 0.06,
        "cts_tree": "built",
        "post_cts_buffers": 0,
        "cts.sinks": 148,
        "cts_hold_buf": 0,
        "cts.path.max_buffers": 2,
        "numCtsBuffers": 17,
        "htreeDepth": 4,
        "cts_root_buffer": "clkbuf_16",
        "clock_latency_ns": 0.41,
    },
    "routing": {
        "dr.pass1.iters": 5,
        "viasPerCell": 5.68,
        "drc_errors": 0,
        "num_antenna_cells": 0,
        "dr.first_iter.drc_count": 274,
        "wl_um": 12700,
        "wl_per_cell_um": 21.3,
        "ant_nets": 0,
        "vias": 3390,
    },
    "hold_path": {
        "worst_hold_path_type": "flop to flop",
    },
    "finish": {
        "final_area_um2": 6940,
        "drive_gt1_share_pct": 13.1,
        "area_delta_synth_final_pct": 17.5,
        "final_util_pct": 48.0,
    },
}
[flip-flops by register name, indices dropped and copies added (netlist names)]
signal / count
mem: 128
temp: 8
count: 4
front_ptr: 4
rear_ptr: 4
[layout make-up]
cell class,count,area (um2)
fill,1185,7540
clock inverter,9,123
timing repair buffer,30,275
tap,184,230
multi-input combinational,194,1430
sequential,148,4340
clock buffer,23,508
inverter,9,33.8
[metal layers]
layer  global-route usage [%]  routed length, um  up-vias
met5                        0                  0        -
li1                         -                  -     1558
met4                     2.71                241        0
met1                     28.9               5150     1679
met3                     9.89               1340       16
met2                     28.4               5970      137
[worst min-delay path by stage]
stage	cells past startpoint	slack [ns]	endpoint	from
4_1_cts	1	0.48	count[3]	count[3]
5_1_grt	1	0.49	count[3]	count[3]
6_report	1	0.47	count[3]	count[3]
[power by group through the flow]
stage | Combinational (W) | Sequential, W | Clock (W)
6_report | 0.00180 | 0.00264 | 0.00219
5_1_grt | 0.00201 | 0.00267 | 0.00231
4_1_cts | 0.00182 | 0.00264 | 0.00223
[synthesized netlist by cell type, drive strengths merged, types with 2 or more instances]
library cell  count  share of area, %
clkbuf           16               1.0
a31oi             3              0.32
nand2b            6              0.64
nor2              2              0.13
a222oi            7               1.2
edfxtp          128                65
nor3              4              0.34
o22ai             8              0.85
and2             17               1.8
inv               9              0.57
a22o             11               1.6
nand3             5              0.42
mux2i             2              0.34
xnor2             4              0.59
nand2            16               1.0
buf               8              0.68
ha               10               2.1
mux2             10               1.9
dfrtp            20               8.5
a311oi            6              0.89
o41ai             2              0.30
nor2b             2              0.21
a211oi            5              0.64
a22oi            17               2.2
a221oi            8               1.2
o21ai             8              0.68
a32o              7               1.2
a21oi            20               1.7
[cell usage in the layout (no fill, tap or decap), types with 9 or more instances in the layout]
| cell type | synthesis | final |
|---|---|---|
| edfxtp_1 | 128 | 128 |
| a21oi_1 | 20 | 20 |
| nand2_1 | 16 | 16 |
| clkbuf_16 | 0 | 17 |
| mux2_2 | 10 | 10 |
| ha_1 | 10 | 10 |
| and2_1 | 17 | 17 |
| buf_4 | 0 | 10 |
| dfrtp_1 | 20 | 20 |
| clkdlybuf4s50_1 | 0 | 20 |
| inv_1 | 9 | 9 |
| a22o_1 | 11 | 11 |
| a22oi_1 | 17 | 17 |
[worst register-to-register path, stage by stage (launching register included)]
cell and delay [ns]:
dfrtp_1 0.39, inv_1 0.12, ha_1 0.23, or3_4 0.40
or4b_1 0.70, o22ai_1 0.21, a21oi_1 0.07
[kinds of logic after synthesis]
family | Yosys count | synth area share [%]
xor+xnor | 5 | 0.741
mux | 12 | 2.24
flops | 148 | 73.5
compound gates | 109 | 13.7
buf+inv | 33 | 2.29
simple gates | 58 | 5.42
fa+ha+maj | 10 | 2.12
[through the flow]
stage               setup WS [ns]  hold slack (ns)  instances
CTS                         0.255            0.475        597
floorplan                   0.977            0.439        375
finish                      0.279            0.469        597
detailed placement          0.530            0.458        565
global route                0.161            0.491        597
global placement            0.569            0.453        565
