`design/flow/config.mk`:
```
export PLATFORM = sky130hd
export DESIGN_NAME = transmitter
export DESIGN_NICKNAME = transmitter
export VERILOG_FILES = /design/flow/design.v
export SDC_FILE = /design/flow/constraint.sdc
export NUM_CORES = 4
export LEC_CHECK = 1
export CORE_AREA = 10 10 107 107
export DIE_AREA = 0 0 117 117
```
`design/flow/run.sh`:
```
#!/bin/bash
# OpenROAD 26Q1-2900-gdf79404cd8, Yosys 0.63+post, stock flow scripts
make -C /OpenROAD-flow-scripts/flow DESIGN_CONFIG=/design/flow/config.mk WORK_HOME=/design/flow/orfs finish
```
`design/flow/design.v`:
```
`timescale 1ns / 1ps
module transmitter(
    input areset,tx_enbl,strt_enbl,p_enbl,fb,empty,
    input [7:0] temp,
    output reg info,
    output reg busy,
    output reg rd_enbl
    );
    parameter idle=2'b00, 
              start=2'b01,
              data=2'b10,
              stop=2'b11;
    reg [1:0] ps,ns;     
    reg [3:0] count;     
    reg [7:0] piso;      
    reg       pin;       
    reg [7:0] fb_reg;    
    reg       prev_p;    
    always@(posedge tx_enbl or posedge areset) begin
        if(areset) begin
            ps     <= idle;  
            count  <= 4'd0;
            piso   <= 8'd0;
            pin    <= 0;
            info   <= 1'b1;  
            busy   <= 1'b0;
            fb_reg <= 0;
            prev_p <=0;
         end
         else begin
            ps <= ns;
            if(ns != idle) begin
                if(count <= 4'd11) begin
                    if(count == 0) begin
                        piso   <= fb?fb_reg:temp;    
                        fb_reg <= fb?fb_reg:temp;    
                        pin    <= fb?^fb_reg:^temp;  
                        prev_p <= fb?prev_p:p_enbl;  
                    end      
                    else if(count > 4'd1 && count <= 4'd9) begin     
                        piso <= {1'b0, piso[7:1]};
                    end
                    count <= count + 1'b1;
                end
                else begin
                    count <= 4'd0;
                end
            end 
            else begin 
                count <= 4'd0;
                piso <= temp; 
            end
            case(ps)
                idle:    begin
                            info <= 1'b1;      
                            busy <= 0;         
                            if(ns==start && !fb)
                                rd_enbl <= 1;
                            else
                                rd_enbl <= 0;
                         end   
                start:   begin
                            rd_enbl <= 0;     
                            info    <= 1'b0;  
                            busy    <= 1;
                         end   
                data:    begin
                            info <= (count == 4'd10) ? ((prev_p) ? pin : 1'b0) : piso[0];
                            busy <= 1;
                         end   
                stop:    begin
                            info <= 1'b1;     
                            busy <= 1;
                         end   
                default: begin
                            info <= 1'b1;
                            busy <=0;
                         end   
            endcase
         end
    end 
    always@(*)begin
        ns = ps; 
        case(ps)
            idle: begin
                    if(strt_enbl && !empty) begin 
                        ns = start;  
                    end
                    else if(fb)
                        ns =start;
                    else begin
                        ns = idle;
                    end
                  end
            start: begin
                    if(count == 4'd1) begin
                        ns = data;
                    end
                    else begin
                        ns = start;
                    end
                   end
            data: begin                                                  
                    if(count == 4'd10) begin
                        ns = stop;
                    end
                    else begin
                        ns = data;
                    end
                  end          
            stop: begin 
                        ns = idle;
                  end
            default: begin 
                        ns = idle;
                    end      
        endcase                                       
    end
endmodule
```
`design/flow/constraint.sdc`:
```
current_design transmitter

set clk_period 4.2
set clk_io_pct 0.2

create_clock -name clk0 -period $clk_period [get_ports {tx_enbl}]

set non_clock_inputs [all_inputs -no_clocks]
set_input_delay [expr $clk_period * $clk_io_pct] -clock clk0 $non_clock_inputs
set_output_delay [expr $clk_period * $clk_io_pct] -clock clk0 [all_outputs]
```
==> run notes <==
Notes on the physical design

The run finished with clean final reports. The area of the core is slightly above 9000 um2. The completed layout was analyzed and its total power is between 1 and 1.5 mW. The final estimated routing congestion in global placement is between 0.7 and 0.8.

The count of nets left with antenna violations once routing finished came out at 0. On the critical path the data arrives at 2.78 ns. The number of buffers added on ports is 16. The worst-case max-slew headroom was logged as 0.5785.

The total stage count of the critical path is 5. The routed wire length is about 3300 um. OpenROAD emitted warnings numbering 29. After routing, the total negative slack on setup checks comes to 0 ns. The tool flagged a number of max-cap violations equal to 0.

The highest cell delay on the worst timing path is 0.80 ns. The synthesized netlist was found by Yosys to have approximately 160 cells. The most common logic cells in the final layout are sky130_fd_sc_hd__dfrtp_1 (26), sky130_fd_sc_hd__nor2_1 (21), sky130_fd_sc_hd__clkdlybuf4s50_1 (16). The height of the die is around 120 um. The startpoint type of the worst setup path is an input port. For the worst reg-to-reg path, the startpoint reported by OpenROAD is count[0]$_DFF_PP0_. The number of buffers created by CTS is 5. Per the detail_route report, DRC violations left total 0. For this run, the script counts the antenna cells in the layout as 0. The synthesized design spends more area on one cell type than any other, namely sky130_fd_sc_hd__dfrtp_1. The clock skew is 0.002022 ns. The flow measured a signed area growth from synthesis to layout of 19.61%.

The total cell area at the placement stage is roughly 1900 um2. The global-route usage over all layers is 0.04802. The maximum number of pins on one net before global-route repair is 29. The worst setup path is of the in -> reg kind. The area figure in the yosys stat output is between 1500 and 2000 um2. The synthesis report lists the most area-consuming cells as sky130_fd_sc_hd__dfrtp_1 (39%), sky130_fd_sc_hd__mux2_4 (8.1%), sky130_fd_sc_hd__xnor2_1 (6.3%).

The met1 track utilization from global routing is 0.06801. The ratio of routed vias to standard cells is approximately 4. The leftover overflow at the end of global routing is 0. The root cell of the clock tree is sky130_fd_sc_hd__clkbuf_8. The critical register-to-register path endpoint is fb_reg[0]$_DFFE_PP0P_. The register-to-register path setup slack is approximately 2.0 ns. The first-pass iteration count of the detailed router is 5.

The clock H-tree reported by CTS has 2 levels. Including well taps, the total number of placed cells is ~280. Logic depth along the worst register-to-register path is recorded as 6.

The post-cts hold buffer count is 0. Of the cells placed in the final design, the portion with a size suffix greater than 1 is 0.1371. The clock sink count is 29. The post-synth tally of flip-flops with integrated enable is 1. The top-area cell type share of the netlist area is 0.3907. The register bit count reported by yosys is 29. In the final routed layout, each cell accounts on average for 11.39 um.

The share of synthesized area occupied by flip-flops and latches is 0.4403. In the global route stage, met3 resource usage came out at 0.008256. The dominant logic cell type in the layout is sky130_fd_sc_hd__dfrtp_1. The total count of max-transition violations in the final report is 0.

The number of instances in the synthesized netlist is 156. The floorplan-stage core utilization is 0.1811. After clock tree synthesis, the setup repair step added 0 buffers. The total of endpoints with negative setup slack in the final report is 0. The most critical min-delay path falls under reg -> reg. According to the floorplan log, the row count is 35.

The count of unique library cells instantiated by Yosys is 31. The floorplan die area is ~14000 um2. TritonCTS built the clock tree. The peak fanout along the critical path is 19. The post-synthesis instance area is ~1700 um2. In the CTS report, the clock slew at the register clock pins of the worst setup and hold paths is listed as approximately 0.06 ns.

The share of the cycle needed by the critical path after routing is 0.6233. Derived from the worst setup path, the maximum achievable clock frequency is approximately 380 MHz. Looking at the max-slew report, the worst-margin pin has a slew of approximately 0.63 ns.

The end-of-flow core utilization is 0.2166. The cell family contributing the most delay on the critical path is buffers and inverters. The initial antenna violation count is 0. The clock passes through at most 2 buffers. The predominant post-synthesis flop cell is sky130_fd_sc_hd__dfrtp_1.

Per STA, the endpoint of the critical path is fb_reg[0]$_DFFE_PP0P_. The first global-routing pass estimated 5340 um of wire. The number of gates given a new drive strength after cts is 0. The final timing report derives a shortest allowable period of 2.618 ns. The violation tally recorded at the end of detailed-routing iteration 0 is 37. The filler cell count in the final layout is 984. The met2 demand-to-capacity share in global routing is 0.07537. The horizontal die dimension reported for this design is 117 um.

The highest-delay cell along the critical path is sky130_fd_sc_hd__clkdlybuf4s50_1. The most used routing layer in global routing is met2. Setup repair after global routing left no endpoint under its margin.

The via count of the first global-routing pass is ~1100. Counting the warning lines in the Yosys log gives 1. Per the OpenROAD power report, leakage power amounts to 0.8459 nW.

The share of synthesized registers carrying an async set or reset is 0.9655. The required time of the worst setup path is about 4.4 ns. The final tally of hold violations is 0. The ratio of total power to cell area is a little over 700 nW/um2. Counting both buffers and inverters, the worst setup path holds a total of 1. Across all layers, the routed design uses roughly 1100 vias.

The worst voltage drop across the vdd grid is approximately 0.16 mV. The insertion delay of the later-clocked pin in the worst-skew pair is around 0.27 ns. The count of non-filler cells in the finished layout is ~290. Listed in order, past its start point the critical path passes clkdlybuf4s50_1, o21ai_1, nand2_2, and2_4, mux2_4. With fillers left out, the area of the finished cells amounts to 1992 um2. The capturing element type of the critical path is a flip-flop. For this design the top-level I/O count stands at 17.

A synthesized cell averages ~11 um2. The startpoint of the worst setup timing path is fb. According to the dpl log, the detail-placed design has an HPWL of roughly 2500 um.
metal layers:
metal	share of wire	vias up
met5	0	-
met4	0.028	0
met3	0.033	6
met2	0.47	19
li1	-	574
met1	0.47	528
kinds of logic (layout without fill, tap and decap cells):
group,after synthesis,count (layout),synth area share
AND-OR/OR-AND,28,28,0.1157
XOR/XNOR,14,14,0.07363
flip-flops,29,29,0.4403
multiplexers,17,17,0.1292
adder cells (fa/ha/maj),5,5,0.03757
AND/OR/NAND/NOR,51,51,0.1525
buffers and inverters,12,31,0.05108
layout make-up:
cell class | instances | area [um2] | share of cell area
sequential | 29 | 733.2 | 0.3681
tap | 111 | 138.9 | 0.06972
inverter | 6 | 22.52 | 0.01131
clock buffer | 6 | 72.57 | 0.03643
multi-input combinational | 115 | 847.1 | 0.4253
clock inverter | 2 | 10.01 | 0.005025
timing repair buffer | 17 | 167.7 | 0.08417
worst reg2reg max path, delay by kind of cell, from the launching register on:
| kind | cells | cell delay (ns) |
|---|---|---|
| simple gates | 3 | 1.04 |
| fa+ha+maj | 1 | 0.18 |
| buf+inv | 1 | 0.13 |
| mux | 1 | 0.31 |
| flops | 1 | 0.41 |
where the power goes:
| group | internal (mW) | switching, mW |
|---|---|---|
| sequential | 0.415 | 0.111 |
| clock | 0.114 | 0.100 |
| combinational | 0.373 | 0.312 |
stage by stage:
stage | hold slack [ns] | setup slack, ns
2_1_floorplan | 0.4505 | 2.188
3_3_place_gp | 0.4665 | 1.309
3_5_place_dp | 0.4676 | 1.286
4_1_cts | 0.4880 | 1.570
5_1_grt | 0.5177 | 1.424
6_report | 0.4767 | 1.582
how the worst min path moves through the flow:
stage                           start               to  slack (ns)  cells past startpoint
after CTS             ps[3]$_DFF_PP0_   busy$_DFF_PP0_        0.49                      1
after global routing  ps[0]$_DFF_PP1_  ps[0]$_DFF_PP1_        0.52                      2
final                 ps[3]$_DFF_PP0_   busy$_DFF_PP0_        0.48                      1
synth_stat cells, types with 5 or more instances:
cell type,number
sky130_fd_sc_hd__a31oi_1,9
sky130_fd_sc_hd__mux2i_1,8
sky130_fd_sc_hd__nand2_1,15
sky130_fd_sc_hd__xnor2_1,12
sky130_fd_sc_hd__a211o_1,8
sky130_fd_sc_hd__mux2_4,9
sky130_fd_sc_hd__inv_1,6
sky130_fd_sc_hd__ha_1,5
sky130_fd_sc_hd__dfrtp_1,26
sky130_fd_sc_hd__o21ai_0,5
sky130_fd_sc_hd__nor2_1,21
Power is estimated from default activity; no workload was simulated.
