$ cat design/flow/config.mk
export PLATFORM = sky130hd
export DESIGN_NAME = uart_baud_rate_gen
export DESIGN_NICKNAME = uart_baud_rate_gen
export VERILOG_FILES = /design/flow/design.v
export SDC_FILE = /design/flow/constraint.sdc
export NUM_CORES = 4
export LEC_CHECK = 1
export CORE_AREA = 10 10 70 70
export DIE_AREA = 0 0 80 80
$ cat design/flow/design.v
`timescale 1ns / 1ps
module uart_baud_rate_gen 
#(
    parameter integer CLK_FREQ  = 48000000,   
    parameter integer BAUD_RATE = 1000000     
)( 
    input  wire clk,
    input  wire areset,
    output reg  tx_enbl,    
    output reg  rx_enbl     
);
    localparam integer TX_DIV_HALF = (CLK_FREQ) / (BAUD_RATE);    
    localparam integer RX_DIV_HALF = CLK_FREQ / (16 * BAUD_RATE);        
    reg [$clog2(TX_DIV_HALF)-1:0] tx_cnt;   
    reg [$clog2(RX_DIV_HALF)-1:0] rx_cnt;
    always @(posedge clk or posedge areset) begin
        if (areset) begin
            tx_cnt   <= 0; 
            rx_cnt   <= 0;
            tx_enbl  <= 1'b0;
            rx_enbl  <= 1'b0;
        end else begin
            if (tx_cnt == TX_DIV_HALF - 1) begin
                tx_cnt  <= 0;
                tx_enbl <= ~tx_enbl;  
            end else begin
                tx_cnt  <= tx_cnt + 1'b1;
            end
            if (rx_cnt == RX_DIV_HALF - 1) begin 
                rx_cnt <= 0;
                rx_enbl <= ~rx_enbl;  
            end else begin
                rx_cnt  <= rx_cnt + 1'b1;
            end
        end
    end
endmodule
$ cat design/flow/run.sh
#!/bin/bash
# OpenROAD 26Q1-2900-gdf79404cd8, Yosys 0.63+post, stock flow scripts
make -C /OpenROAD-flow-scripts/flow DESIGN_CONFIG=/design/flow/config.mk WORK_HOME=/design/flow/orfs finish
$ cat design/flow/constraint.sdc
current_design uart_baud_rate_gen

set clk_period 1.6
set clk_io_pct 0.2

create_clock -name clk0 -period $clk_period [get_ports {clk}]

set non_clock_inputs [all_inputs -no_clocks]
set_input_delay [expr $clk_period * $clk_io_pct] -clock clk0 $non_clock_inputs
set_output_delay [expr $clk_period * $clk_io_pct] -clock clk0 [all_outputs]
==> results.cfg <==
; generated from flow reports
[critical_path]
crit_required_ns = 1.28
arrival_ns = 1.09
cpMaxStageDelayCell = clkdlybuf4s50_1
cp.buffers_inverters = 1
cpPeakStageDelay_ns = 0.47
cp_cell_sequence = clkdlybuf4s50_1
r2r_slack_ns = 0.36
r2r-start = tx_cnt[0]
reg2reg_depth = 4
rr_endpoint = tx_enbl
crit_path_end_kind = primary output
crit_path_max_fanout = 2
crit_family = buffers and inverters
path_class = reg -> out
cp-start-kind = flop

[run]
maxCapViolations = 0
tool_warnings = 25

[clock_tree]
cts_resized = 0
cts_tree = done
cts_sinks = 10
clockBufferDepth = 2
path_clk_slew_ns = 0.06
post_cts_buffers = 0
clockRootBuffer = clkbuf_4
postCtsHoldBufs = 0
cts_max_level = 1
cts-buffers-inserted = 3
worstSkewPairLatency_ns = 0.25

[synthesis]
syn_area_sq_um = 398
synth-seq-cells = 10
syn-mean-instance-area_sq_um = 12.8
ys_cells = 31
ys_warn_count = 1
ys_types = 17
syn_inst = 31
ys_seq_share_pct = 62.9
yosys-stat-area_sq_um = 398

[floorplanning]
chip_area_sq_um = 6400
io_pins = 4
rows = 21
fp.coreArea_sq_um = 3420
die_height_um = 80
die_w_um = 80
fp_util_pct = 11.6

[layout]
combGateArea_sq_um = 144
drive_gt1_share_pct = 13.5
syn_to_final_growth_pct = 27.7
fill_cells = 391
seqCellArea_sq_um = 250
design_area_sq_um = 508

[detailed_routing]
antenna_left = 0
drc = 0
dr.pass1.iters = 2
dr.first_iter.drc_count = 4
antenna_cells = 0
drt-total-wl_um = 526
vias_per_cell = 2.70
wl_per_cell_um = 6.34
num_vias = 224

[final_timing]
setup_viol = 0
setup_tns_ns = 0
hold_viol_final = 0
fin_crit_sh_pct = 87.9
tightest_slew_ns = 0.370
rsz0062_at_grt = false
finClkSkew_ns = 0.00333
fin_hold_ws_ns = 0.337
fmax_mhz = 711
drv_slew = 0
period_minus_slack_ns = 1.41
max_slew_margin_pct = 75.3

[placement]
port_buffers = 3
gp_congestion = 0.662
placed_area_sq_um = 485
dpl.hpwl_um = 429

[pwr]
p_per_area_nw_per_um2 = 820
ir_drop_mv = 0.242
p_leak_nw = 0.228

[grt]
grt_pass1_wl_mm = 1.06
grt_usage_pct = 1.99
grt_pass1_vias = 278
antenna_found_initial = 0
grt_max_degree = 11
grt_overflow = 0

[outcome]
status = finished, final reports clean

[min_path]
hold_path.class = in -> async
==> layout by cell type (no fill, tap or decap), drive strengths merged <==
master         count
a21o               1
nand3              2
nor2b              2
ha                 1
a21oi              1
nor2               3
nand2              1
or3                1
inv                1
nand2b             1
nor3b              1
clkbuf             3
nor3               1
xnor2              1
dfrtp             10
clkdlybuf4s50      3
xor2               3
o21ai              1
==> synth_stat cells <==
| library cell | n | area (sq um) |
|---|---|---|
| xnor2_1 | 1 | 8.76 |
| or3_1 | 1 | 6.26 |
| a21o_1 | 1 | 7.51 |
| nor3_1 | 1 | 5.00 |
| nand3_2 | 1 | 10.0 |
| dfrtp_1 | 10 | 250 |
| inv_1 | 1 | 3.75 |
| xor2_1 | 3 | 26.3 |
| nand2b_1 | 1 | 6.26 |
| nor3b_4 | 1 | 18.8 |
| nor2_1 | 3 | 11.3 |
| ha_1 | 1 | 12.5 |
| nand3_1 | 1 | 5.00 |
| nor2b_1 | 2 | 12.5 |
| nand2_1 | 1 | 3.75 |
| a21oi_1 | 1 | 5.00 |
| o21ai_0 | 1 | 5.00 |
==> cell type report <==
class	count	share of cell area, %
clock buffer	3	4.43
inverter	1	0.739
multi-input combinational	20	28.3
sequential	10	49.3
tap	46	11.3
timing repair buffer	3	5.91
==> state kept, by name, indices dropped and copies added, names as in the netlist <==
name,cells
rx_enbl,1
rx_cnt,2
tx_enbl,1
tx_cnt,6
==> cell families after synthesis <==
kind of cell,count (synthesis),share of synthesized area [%]
compound gates,3,4.40
xor+xnor,4,8.81
fa+ha+maj,1,3.14
buf+inv,1,0.942
flops,10,62.9
simple gates,12,19.8
==> stage by stage <==
| stage | std cells | utilization, % | setup WS (ns) | total power, mW |
|---|---|---|---|---|
| after global routing | 83 | 14.9 | 0.123 | 0.450 |
| final | 83 | 14.9 | 0.194 | 0.417 |
| after CTS | 83 | 14.9 | 0.166 | 0.428 |
| after global placement | 80 | 14.2 | 0.390 | 0.265 |
| after floorplan | 31 | - | 0.464 | 0.261 |
| after detailed placement | 80 | 14.2 | 0.358 | 0.265 |
==> where the power goes <==
group / switching, mW / internal (mW) / total [mW]
logic: 0.00482 / 0.00227 / 0.00709
registers: 0 / 0.253 / 0.253
clock network: 0.0707 / 0.0860 / 0.157
total: 0.0755 / 0.341 / 0.417
==> routing by layer <==
metal  up-vias  track usage, %  part of all wire [%]
met5         -               0                     0
met4         0           0.704                     0
met3         0           0.909                   6.7
met2         2            3.69                    49
met1       108            1.84                    44
li1        114               -                     -
==> how the worst max path moves through the flow <==
| stage | start | end | slack [ns] | cells after the start |
|---|---|---|---|---|
| 5_1_grt | rx_enbl | rx_enbl | 0.12 | 1 |
| 6_report | rx_enbl | rx_enbl | 0.19 | 1 |
| 4_1_cts | tx_enbl | tx_enbl | 0.17 | 1 |
No activity file was given, so power comes from the tool's default toggle rates.
